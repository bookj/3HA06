### design/flow/design.v
`timescale 1ns / 1ps
module music(clk, speaker);
	input clk;
	output speaker;
	parameter clkdivider = 25000000/440/2;
	reg [23:0] tone;
	always @(posedge clk)
		tone <= tone + 1;
	reg [14:0] counter;
	always @(posedge clk)
		if(counter == 0)
			counter <= (tone[23] ? clkdivider - 1 : clkdivider/2 - 1); 
		else
			counter <= counter - 1;
	reg speaker;
	always @(posedge clk)
		if(counter == 0)
			speaker <= ~speaker;
endmodule
### design/flow/run.sh
#!/bin/bash
# OpenROAD 26Q1-2900-gdf79404cd8, Yosys 0.63+post, stock flow scripts
make -C /OpenROAD-flow-scripts/flow DESIGN_CONFIG=/design/flow/config.mk WORK_HOME=/design/flow/orfs finish
### design/flow/config.mk
export PLATFORM = sky130hd
export DESIGN_NAME = music
export DESIGN_NICKNAME = music
export VERILOG_FILES = /design/flow/design.v
export SDC_FILE = /design/flow/constraint.sdc
export NUM_CORES = 4
export LEC_CHECK = 1
export CORE_UTILIZATION = 30
### design/flow/constraint.sdc
current_design music

set clk_period 3.3
set clk_io_pct 0.2

create_clock -name clk0 -period $clk_period [get_ports {clk}]

set non_clock_inputs [all_inputs -no_clocks]
set_input_delay [expr $clk_period * $clk_io_pct] -clock clk0 $non_clock_inputs
set_output_delay [expr $clk_period * $clk_io_pct] -clock clk0 [all_outputs]
==> results.ini <==
[flow_run]
cap_violations=0
warnings=26

[finish]
layout_top_cell=dfxtp_1
fillCellCount=583
area_growth_pct=10.2
stdcell_area_mm2=0.00190
lay_top_cells=dfxtp_1, xor2_1, nor2_1
drive_gt1_share_pct=10.2

[power]
power_density_mw_per_mm2=427
p_leak_nw=0.764
ir_worst_vdd_mv=0.158
power_mw=0.811

[final_timing]
max_freq_ghz=0.570
slew_headroom_pct=66.3
rsz0062_at_grt=false
hold_violations=0
tns_ns=0
finalClockPeriodUsage_pct=53.2
hold_ws_ns=0.397
worst_slew_pin_slew_ns=0.502
setup_violations=0
drv_slew=0
fin_skew_ns=0.00185
post-route-min-period_ns=1.75

[synth]
ys_ff=40
synth-main-ff-cell=dfxtp_1
synth.area.mux_share_pct=0.580
top_logic_kind=simple AND/OR/NAND/NOR gates
edf_count=1
ys_cells=170
simple_gate_area_share_pct=27.8
top_cell_area_share_pct=45.3
postSynthAreaPerCell_um2=10.1
synth_seq_share_pct=47.0
async_flop_share_pct=0
largest_area_cell=dfxtp_1
ys_sh_xor_pct=15.7
synth-area-yosys_mm2=0.00173
synthTopCellsByArea=dfxtp_1, xor2_1, xnor2_1
yosys_warnings=1
synth-adder-area-share_pct=2.18
synthesis.area_mm2=0.00173
ys_sh_aoi_pct=3.70
synth_cell_types=34
synthCells=170

[worst_hold_path]
hold_class=register to register
hold_depth=1

[grt]
grt_pass1_wl_mm=4.77
antenna_found_initial=0
grt_pass1_vias=1086
grt_max_degree=14
grt-ovfl-total=0
grtUsageTotal_pct=9.65

[die]
ios=2
core_mm2=0.00554
chipWidth_um=77.8
die_h_um=77.8
rows=27
initial_core_util_pct=31.1
die_area_mm2=0.00606

[clocking]
cts_made_buffers=5
ctsResizeCount=0
worstSkewPairLatency_ns=0.28
clockBufferDepth=2
ctsHoldBuffers=0
cts_tree=built
htreeDepth=2
cts.sinks=40
postCtsSetupBuffers=0
clkTransAtPathRegs_ns=0.07
cts_root_buffer=clkbuf_8

[placement]
port-buffer-count=1
place_hpwl_mm=1.70
gp_congestion=0.779
dpl_cell_area_mm2=0.00181

[route]
via_count=1122
drc=0
drtAntennaViolNets=0
wl_per_cell_um=9.96
via_per_inst=4.51
drt_iter0_markers=19
n_antenna_cell=0
dr.pass1.iters=4
routed_wl_mm=2.48

[setup_path]
required_ns=2.64
crit_type=register to primary output
endpoint_kind=primary output
crit_cells=1
crit_path_start_kind=register
r2r_cells=6
cp_cell_sequence=clkdlybuf4s50_1
path_delay_family=buffers and inverters
cp.arrival_ns=1.09
max_stage_delay_ns=0.46
critical_path.max_fanout=2
crit_buf_inv=1
cp_slowest_cell=clkdlybuf4s50_1

[status]
status=complete, no violations

[flip-flops by register name, summed over array words and instances (netlist names)]
register	cells
tone	24
counter	15
speaker	1
[power breakdown]
part           internal [mW]  switching, mW   total [mW]
combinational              0              0  0.000000393
sequential             0.484              0        0.484
clock                  0.170          0.157        0.327
[layout make-up]
| cell class | instances | area, um2 | area share [%] |
|---|---|---|---|
| multi-input cells | 118 | 862 | 45.4 |
| inverters | 10 | 37.5 | 1.97 |
| flip-flops and latches | 40 | 811 | 42.7 |
| repair buffers | 1 | 10.0 | 0.527 |
| clock buffers | 8 | 90.1 | 4.74 |
| well taps | 72 | 90.1 | 4.74 |
[worst paths after layout]
kind / from / to / slack [ns]
max: speaker / speaker / 1.55
min: tone[0] / tone[0] / 0.40
max reg2reg: counter[0] / counter[0] / 1.58
min reg2reg: tone[0] / tone[0] / 0.40
[cell families (layout without fill, tap and decap cells)]
logic type | after synthesis | count (layout)
AND/OR/NAND/NOR | 72 | 72
multiplexers | 1 | 1
adder cells (fa/ha/maj) | 3 | 3
AND-OR/OR-AND | 11 | 11
buffers and inverters | 12 | 19
flip-flops | 40 | 40
XOR/XNOR | 31 | 31
[cell usage after synthesis, types with 3 or more instances]
library cell and instances:
dfxtp_1 39, and3_1 3, inv_1 10, ha_1 3, xor2_1 20, nand2_1 10, a21oi_1 7, nand3_1 10
nand4_1 3, nor3_1 11, nor2_1 17, xnor2_1 11
[layer usage]
metal / routed length [um] / global-route usage (%)
met4: 24 / 1.32
met5: 0 / 0
met3: 73 / 2.15
met2: 1080 / 14.5
met1: 1300 / 14.7
[metrics by stage]
| stage | utilization, % | setup slack (ns) | std cells |
|---|---|---|---|
| global placement | 32.7 | 1.64 | 241 |
| finish | 34.3 | 1.55 | 249 |
| floorplan | - | 1.86 | 170 |
| global route | 34.3 | 1.38 | 249 |
| CTS | 34.3 | 1.52 | 249 |
| detailed placement | 32.7 | 1.61 | 241 |
